[flow/design.v]
module lfsr_16bit_8high (
    input wire clock,
    input wire [7:0] keyin,
    input wire keyinclock,
    output reg [7:0] keyout,
    input wire keyoutclock
);
    reg [15:0] lfsr_storage_0;
    reg [15:0] lfsr_storage_1;
    reg [15:0] lfsr_storage_2;
    reg [15:0] lfsr_storage_3;
    reg [15:0] lfsr_storage_4;
    reg [15:0] lfsr_storage_5;
    reg [15:0] lfsr_storage_6;
    reg [15:0] lfsr_storage_7;
    always @(posedge clock) begin
        if ( keyinclock ) begin
            lfsr_storage_7 = { lfsr_storage_7[7:0] , lfsr_storage_6[15:8] };
            lfsr_storage_6 = { lfsr_storage_6[7:0] , lfsr_storage_5[15:8] };
            lfsr_storage_5 = { lfsr_storage_5[7:0] , lfsr_storage_4[15:8] };
            lfsr_storage_4 = { lfsr_storage_4[7:0] , lfsr_storage_3[15:8] };
            lfsr_storage_3 = { lfsr_storage_3[7:0] , lfsr_storage_2[15:8] };
            lfsr_storage_2 = { lfsr_storage_2[7:0] , lfsr_storage_1[15:8] };
            lfsr_storage_1 = { lfsr_storage_1[7:0] , lfsr_storage_0[15:8] };
            lfsr_storage_0 = { lfsr_storage_0[7:0] , keyin };
        end
        if ( keyoutclock ) begin
            lfsr_storage_0[15:1] = lfsr_storage_0[14:0];
            lfsr_storage_1[15:1] = lfsr_storage_1[14:0];
            lfsr_storage_2[15:1] = lfsr_storage_2[14:0];
            lfsr_storage_3[15:1] = lfsr_storage_3[14:0];
            lfsr_storage_4[15:1] = lfsr_storage_4[14:0];
            lfsr_storage_5[15:1] = lfsr_storage_5[14:0];
            lfsr_storage_6[15:1] = lfsr_storage_6[14:0];
            lfsr_storage_7[15:1] = lfsr_storage_7[14:0];
            lfsr_storage_0[0] = ( ( ( lfsr_storage_0[15] ^ lfsr_storage_0[13] ) ^ lfsr_storage_0[12] ) ^ lfsr_storage_0[11] );
            lfsr_storage_1[0] = ( ( ( lfsr_storage_1[15] ^ lfsr_storage_1[13] ) ^ lfsr_storage_1[12] ) ^ lfsr_storage_1[11] );
            lfsr_storage_2[0] = ( ( ( lfsr_storage_2[15] ^ lfsr_storage_2[13] ) ^ lfsr_storage_2[12] ) ^ lfsr_storage_2[11] );
            lfsr_storage_3[0] = ( ( ( lfsr_storage_3[15] ^ lfsr_storage_3[13] ) ^ lfsr_storage_3[12] ) ^ lfsr_storage_3[11] );
            lfsr_storage_4[0] = ( ( ( lfsr_storage_4[15] ^ lfsr_storage_4[13] ) ^ lfsr_storage_4[12] ) ^ lfsr_storage_4[11] );
            lfsr_storage_5[0] = ( ( ( lfsr_storage_5[15] ^ lfsr_storage_5[13] ) ^ lfsr_storage_5[12] ) ^ lfsr_storage_5[11] );
            lfsr_storage_6[0] = ( ( ( lfsr_storage_6[15] ^ lfsr_storage_6[13] ) ^ lfsr_storage_6[12] ) ^ lfsr_storage_6[11] );
            lfsr_storage_7[0] = ( ( ( lfsr_storage_7[15] ^ lfsr_storage_7[13] ) ^ lfsr_storage_7[12] ) ^ lfsr_storage_7[11] );
            keyout = {  lfsr_storage_0[0] ,
                        lfsr_storage_1[0] ,
                        lfsr_storage_2[0] ,
                        lfsr_storage_3[0] ,
                        lfsr_storage_4[0] ,
                        lfsr_storage_5[0] ,
                        lfsr_storage_6[0] ,
                        lfsr_storage_7[0] };
        end
    end
endmodule
[flow/config.mk]
export PLATFORM = sky130hd
export DESIGN_NAME = lfsr_16bit_8high
export DESIGN_NICKNAME = lfsr_16bit_8high
export VERILOG_FILES = /design/flow/design.v
export SDC_FILE = /design/flow/constraint.sdc
export NUM_CORES = 4
export LEC_CHECK = 1
export CORE_UTILIZATION = 30
[flow/constraint.sdc]
current_design lfsr_16bit_8high

set clk_period 1.6
set clk_io_pct 0.2

create_clock -name clk0 -period $clk_period [get_ports {clock}]

set non_clock_inputs [all_inputs -no_clocks]
set_input_delay [expr $clk_period * $clk_io_pct] -clock clk0 $non_clock_inputs
set_output_delay [expr $clk_period * $clk_io_pct] -clock clk0 [all_outputs]
[flow/run.sh]
#!/bin/bash
# OpenROAD 26Q1-2900-gdf79404cd8, Yosys 0.63+post, stock flow scripts
make -C /OpenROAD-flow-scripts/flow DESIGN_CONFIG=/design/flow/config.mk WORK_HOME=/design/flow/orfs finish
==> results.sh <==
# flow metrics
export IMPL_outcome="completed"
export IMPL_via_count=3691
export IMPL_post_synth_cell_area_avg_sq_um=15.7
export IMPL_drt_iter0_markers=204
export IMPL_placement_setup_worst_slack_ps=28.9
export IMPL_ys_top_cells_by_count="sky130_fd_sc_hd__dfxtp_1, sky130_fd_sc_hd__mux4_2, sky130_fd_sc_hd__xnor2_1"
export IMPL_critical_path_startpoint_type="flip-flop"
export IMPL_worst_endpoint_required_ps=1280
export IMPL_chipArea_sq_um=22200
export IMPL_post_synth_instance_area_sq_um=6480
export IMPL_core_region_area_sq_um=21100
export IMPL_worstMarginPinSlew_ps=458
export IMPL_synth_edff_count=15
export IMPL_cts_made_buffers=17
export IMPL_top_level_ports=19
export IMPL_power_report_internal_total_mw=10.7
export IMPL_worstRegToRegCells=4
export IMPL_drc_errors=0
export IMPL_finish_instance_area_sq_um=7590
export IMPL_warning_count=25
export IMPL_cp_max_fo=1
export IMPL_total_grt_overflow=0
export IMPL_gpl_final_weighted_congestion=0.791
export IMPL_hold_path_class="in2reg"
export IMPL_switching_share_pct=30.6
export IMPL_timing_hold_worst_path_depth=1
export IMPL_cellLeakagePower_nw=2.75
export IMPL_vdd_ir_drop_max_mv=0.889
export IMPL_number_of_standard_cells_in_the_final_layout_excluding_fillers=732
export IMPL_final_max_slew_violation_count=0
export IMPL_place_detailed_hpwl_mm=7.94
export IMPL_timing_critical_path_depth=1
export IMPL_grt_total_usage_pct=12.0
export IMPL_setup_violations=0
export IMPL_layout_filler_cells=1958
export IMPL_share_of_total_power_in_the_clock_network_pct=24.1
export IMPL_finalClockSkew_ps=4.17
export IMPL_gate_count_of_the_mapped_netlist=414
export IMPL_net_switching_power_mw=4.72
export IMPL_grt_start_max_net_pins=31
export IMPL_cts_hold_repair_buffers=0
export IMPL_power_frac_comb_pct=31.5
export IMPL_worstSetupPathType="reg2out"
export IMPL_report_final_hold_viol_count=0
export IMPL_report_power_total_mw=15.4
export IMPL_hold_start="keyoutclock"
export IMPL_seq_area_frac_synth_pct=44.0
export IMPL_antenna_cells=0
export IMPL_tritoncts_num_sinks=135
export IMPL_clock_tree_buffer_depth=2
export IMPL_crit_path_max_incr_delay_ps=470
export IMPL_final_seq_area_sq_um=2850
export IMPL_routed_wirelength_mm=11.9
export IMPL_ant_nets=0
export IMPL_clkLatencyLatePin_ps=410
export IMPL_critical_path_reg2reg_startpoint="lfsr_storage_3[10]$_DFF_P_"
export IMPL_synth_async_reset_ratio_pct=0
export IMPL_dp_cells=700
export IMPL_post_route_util_pct=36.0
export IMPL_yosysWarnings=1
export IMPL_post_cts_setup_buffers=0
export IMPL_ff_type="sky130_fd_sc_hd__dfxtp_1"
export IMPL_cts_h_tree_lvls=4
export IMPL_layout_drive_gt1_share_pct=35.9
export IMPL_first_global_vias=3879
export IMPL_post_route_worst_setup_slack_ps=69.9
export IMPL_cp_slowest_cell="sky130_fd_sc_hd__clkdlybuf4s50_1"
export IMPL_achievable_frequency_mhz=654
export IMPL_crit_path_cell_trace="clkdlybuf4s50_1"
export IMPL_finalClockPeriodUsage_pct=95.6
export IMPL_critical_path_top_delay_family="buffers and inverters"
export IMPL_worstPathBufferInverterCount=1
export IMPL_die_y_um=149
export IMPL_synthToLayoutAreaGrowth_pct=17.0
export IMPL_route_detailed_vias_per_inst=5.04
export IMPL_yosysUniqueCellTypes=21
export IMPL_power_per_cell_area_nw_per_um2=2030
export IMPL_placed_inst_area_sq_um=7010
export IMPL_chip_area_in_the_yosys_report_sq_um=6480
export IMPL_fin_hold_ws_ps=266
export IMPL_rsz_0062_raised_after_global_routing="no"
export IMPL_route_detailed_wl_per_inst_um=16.3
export IMPL_die_size_x_um=149
export IMPL_synth_area_top_cells="sky130_fd_sc_hd__dfxtp_1, sky130_fd_sc_hd__mux4_2, sky130_fd_sc_hd__edfxtp_1, sky130_fd_sc_hd__xnor2_1, sky130_fd_sc_hd__mux2i_1"
export IMPL_top_area_share_pct=37.1
export IMPL_grt_antenna_before_repair=0
export IMPL_power_share_sequential_pct=44.4
export IMPL_worst_setup_path_startpoint="keyout[3]$_DFFE_PP_"
export IMPL_yosys_stat_cells=414
export IMPL_clockRootBuffer="sky130_fd_sc_hd__clkbuf_16"
export IMPL_final_total_negative_setup_slack_ps=0
export IMPL_core_util_floorplan_pct=30.7
export IMPL_synth_top_cell_by_area="sky130_fd_sc_hd__dfxtp_1"
export IMPL_critPathArrivalTime_ps=1210
export IMPL_path_clk_slew_ps=50
export IMPL_grt_pass1_wl_mm=20.7
export IMPL_firstDrtPassIters=4
export IMPL_clock_tree_from_tritoncts="yes"
export IMPL_worstSetupEndpointType="output pin"
export IMPL_std_cell_rows=53
export IMPL_cap_violations=0
export IMPL_timing_slew_headroom_pct=69.4
export IMPL_port_buffers=18
export IMPL_yosys_cell_count_top_type="sky130_fd_sc_hd__dfxtp_1"
export IMPL_finalWorstPathRequiredPeriod_ps=1530
export IMPL_ys_seq_elements=135
export IMPL_mi_logic_area_sq_um=3340
-- layout by cell type, fill, tap and decap left out, drive strengths merged --
master         Yosys  final
clkbuf             0     24
mux4              98     98
clkinv             0      5
a22oi              8      8
nor2b              1      1
xnor2             40     40
a22o               7      7
a21oi             15     15
inv                1      1
nand3b            16     16
bufinv             0      1
nor2              24     24
dlymetal6s2s       0      1
mux2i             21     21
mux2               7      7
buf               32     27
dfxtp            120    120
edfxtp            15     15
clkinvlp           0      2
clkdlybuf4s50      0     15
nand2              1      1
xor2               8      8
-- layout make-up --
class | count | area share (%)
inverter | 1 | 0.0495
tap | 275 | 4.53
clock buffer | 24 | 6.61
sequential | 135 | 37.6
clock inverter | 8 | 0.923
multi-input combinational | 246 | 44.1
timing repair buffer | 43 | 6.23
-- path summary, 6_finish.rpt --
kind,end,slack (ps)
max,keyout[3],70
min,keyout[1]$_DFFE_PP_,270
max reg2reg,keyout[4]$_DFFE_PP_,200
min reg2reg,lfsr_storage_6[0]$_DFF_P_,560
-- logic make-up after synthesis --
family	Yosys count	synth area share, %
flops	135	44.0
mux	126	38.5
xor+xnor	48	6.48
simple gates	42	3.55
buf+inv	33	4.44
compound gates	30	3.03
-- power groups by stage --
stage	Combinational (mW)	Clock, mW	Sequential, mW
after CTS	4.88	3.78	6.83
after global routing	5.28	3.93	7.13
final	4.85	3.71	6.83
-- registers in the layout, indices dropped and copies added, names as in the netlist --
name	flops
lfsr_storage_4	16
lfsr_storage_2	16
lfsr_storage_1	16
lfsr_storage_5	16
lfsr_storage_3	16
lfsr_storage_6	16
lfsr_storage_7	15
keyout	8
lfsr_storage_0	16
-- worst reg2reg max path, cell delays in order, from the launching register on --
cell	delay, ps
sky130_fd_sc_hd__dfxtp_1	410
sky130_fd_sc_hd__xor2_1	200
sky130_fd_sc_hd__xnor2_1	170
sky130_fd_sc_hd__nor2_1	70
sky130_fd_sc_hd__a21oi_1	320
-- metal layers --
metal  track usage [%]  part of all wire, %
met5                 0                    0
met3              3.06                  4.1
met4              1.48                  1.6
met2              18.0                   46
met1              18.7                   48
-- timing repair --
| action | 4_1_cts | 5_1_grt |
|---|---|---|
| hold endpoints to repair | 0 | 0 |
| gates resized | 0 | 1 |
| setup endpoints to repair | 0 | 1 |
Power is estimated from default activity; no workload was simulated.
