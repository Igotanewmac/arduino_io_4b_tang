File: flow/design.v
module arduino_io (
    input wire sysclk,
    input wire [7:0] arduino_dataout,
    output reg [7:0] arduino_datain,
    input wire arduino_shiftin,
    input wire arduino_readwrite,
    input wire arduino_commit,
    input wire arduino_reset,
    input wire [7:0] mem_src_dout,
    output reg [7:0] mem_src_din,
    output reg [13:0] mem_src_ad,
    output reg mem_src_ce,
    output reg mem_src_wre,
    output reg mem_src_oce,
    output reg mem_src_clk,
    input wire [7:0] mem_key_dout,
    output reg [7:0] mem_key_din,
    output reg [13:0] mem_key_ad,
    output reg mem_key_ce,
    output reg mem_key_wre,
    output reg mem_key_oce,
    output reg mem_key_clk,
    input wire [7:0] mem_cmd_dout,
    output reg [7:0] mem_cmd_din,
    output reg [13:0] mem_cmd_ad,
    output reg mem_cmd_ce,
    output reg mem_cmd_wre,
    output reg mem_cmd_oce,
    output reg mem_cmd_clk,
    input wire [7:0] mem_dst_dout,
    output reg [7:0] mem_dst_din,
    output reg [13:0] mem_dst_ad,
    output reg mem_dst_ce,
    output reg mem_dst_wre,
    output reg mem_dst_oce,
    output reg mem_dst_clk
);
    reg reg_readwrite_bit;
    reg [23:0] reg_shiftregister_input;
    reg [1:0] reg_statemachine_shiftin;
    reg [1:0] reg_statemachine_commit;
    reg [1:0] reg_statemachine_memory;
    always @(posedge sysclk) begin
        if (arduino_reset) begin
        end
        case (reg_statemachine_shiftin)
            2'b00 : begin
                if (arduino_shiftin) reg_statemachine_shiftin <= 2'b01;
                end
            2'b01 : begin
                reg_shiftregister_input <= { reg_shiftregister_input[15:0] , arduino_dataout };
                reg_statemachine_shiftin <= 2'b10;
                end
            2'b10 : begin
                if (!arduino_shiftin) reg_statemachine_shiftin <= 2'b00;
                end
        endcase
        case (reg_statemachine_commit)
            2'b00 : begin
                reg_readwrite_bit <= arduino_readwrite;
                if (arduino_commit) reg_statemachine_commit <= 1'b01;
            end
            2'b01 : begin
                if ( reg_readwrite_bit ) begin
                    case ( reg_statemachine_memory ) 
                        2'b00 : begin
                            case (reg_shiftregister_input[23:22])
                                2'b00 : begin
                                    mem_src_ad <= reg_shiftregister_input[21:8];
                                    mem_src_din <= reg_shiftregister_input[7:0];
                                    mem_src_ce <= 1'b1;
                                    mem_src_wre <= 1'b1;
                                end
                                2'b01 : begin
                                    mem_key_ad <= reg_shiftregister_input[21:8];
                                    mem_key_din <= reg_shiftregister_input[7:0];
                                    mem_key_ce <= 1'b1;
                                    mem_key_wre <= 1'b1;
                                end
                                2'b10 : begin
                                    mem_cmd_ad <= reg_shiftregister_input[21:8];
                                    mem_cmd_din <= reg_shiftregister_input[7:0];
                                    mem_cmd_ce <= 1'b1;
                                    mem_cmd_wre <= 1'b1;
                                end
                                2'b11 : begin
                                    mem_dst_ad <= reg_shiftregister_input[21:8];
                                    mem_dst_din <= reg_shiftregister_input[7:0];
                                    mem_dst_ce <= 1'b1;
                                    mem_dst_wre <= 1'b1;
                                end
                            endcase
                            reg_statemachine_memory <= 2'b01;
                        end
                        1'b01 : begin
                            case (reg_shiftregister_input[23:22])
                                2'b00 : mem_src_clk <= 1'b1;
                                2'b01 : mem_key_clk <= 1'b1;
                                2'b10 : mem_cmd_clk <= 1'b1;
                                2'b11 : mem_dst_clk <= 1'b1;
                            endcase
                            reg_statemachine_memory <= 2'b10;
                        end
                        2'b10 : begin
                            mem_src_clk <= 1'b0;
                            mem_src_ce <= 1'b0;
                            mem_src_wre <= 1'b0;
                            mem_key_clk <= 1'b0;
                            mem_key_ce <= 1'b0;
                            mem_key_wre <= 1'b0;
                            mem_cmd_clk <= 1'b0;
                            mem_cmd_ce <= 1'b0;
                            mem_cmd_wre <= 1'b0;
                            mem_dst_clk <= 1'b0;
                            mem_dst_ce <= 1'b0;
                            mem_dst_wre <= 1'b0;
                            reg_statemachine_commit <= 2'b10;
                        end
                    endcase
                end
                else begin
                    case ( reg_statemachine_memory ) 
                        2'b00 : begin
                            case (reg_shiftregister_input[15:14])
                                2'b00 : begin
                                    mem_src_ad <= reg_shiftregister_input[13:0];
                                    mem_src_ce <= 1'b1;
                                    mem_src_oce <= 1'b1;
                                end
                                2'b01 : begin
                                    mem_key_ad <= reg_shiftregister_input[13:0];
                                    mem_key_ce <= 1'b1;
                                    mem_key_oce <= 1'b1;
                                end
                                2'b10 : begin
                                    mem_cmd_ad <= reg_shiftregister_input[13:0];
                                    mem_cmd_ce <= 1'b1;
                                    mem_cmd_oce <= 1'b1;
                                end
                                2'b11 : begin
                                    mem_dst_ad <= reg_shiftregister_input[13:0];
                                    mem_dst_ce <= 1'b1;
                                    mem_dst_oce <= 1'b1;
                                end
                            endcase
                            reg_statemachine_memory <= 2'b01;
                        end
                        2'b01 : begin
                            case (reg_shiftregister_input[15:14])
                                2'b00 : mem_src_clk <= 1'b1;
                                2'b01 : mem_key_clk <= 1'b1;
                                2'b10 : mem_cmd_clk <= 1'b1;
                                2'b11 : mem_dst_clk <= 1'b1;
                            endcase
                            reg_statemachine_memory <= 2'b10;
                        end
                        2'b10 : begin
                            mem_src_clk <= 1'b0;
                            mem_src_ce <= 1'b0;
                            mem_src_wre <= 1'b0;
                            mem_key_clk <= 1'b0;
                            mem_key_ce <= 1'b0;
                            mem_key_wre <= 1'b0;
                            mem_cmd_clk <= 1'b0;
                            mem_cmd_ce <= 1'b0;
                            mem_cmd_wre <= 1'b0;
                            mem_dst_clk <= 1'b0;
                            mem_dst_ce <= 1'b0;
                            mem_dst_wre <= 1'b0;
                            case (reg_shiftregister_input[15:14])
                                2'b00 : arduino_datain <= mem_src_dout;
                                2'b01 : arduino_datain <= mem_key_dout;
                                2'b10 : arduino_datain <= mem_cmd_dout;
                                2'b11 : arduino_datain <= mem_dst_dout;
                            endcase
                            reg_statemachine_commit <= 2'b10;
                        end
                    endcase
                end
            end
            2'b10 : begin
                reg_statemachine_memory <= 2'b00;
                if (!arduino_commit) reg_statemachine_commit <= 1'b00;
            end
        endcase
    end
endmodule
File: flow/run.sh
#!/bin/bash
# OpenROAD 26Q1-2900-gdf79404cd8, Yosys 0.63+post, stock flow scripts
make -C /OpenROAD-flow-scripts/flow DESIGN_CONFIG=/design/flow/config.mk WORK_HOME=/design/flow/orfs finish
File: flow/config.mk
export PLATFORM = sky130hd
export DESIGN_NAME = arduino_io
export DESIGN_NICKNAME = arduino_io
export VERILOG_FILES = /design/flow/design.v
export SDC_FILE = /design/flow/constraint.sdc
export NUM_CORES = 4
export LEC_CHECK = 1
export CORE_UTILIZATION = 40
File: flow/constraint.sdc
current_design arduino_io

set clk_period 4.4
set clk_io_pct 0.2

create_clock -name clk0 -period $clk_period [get_ports {sysclk}]

set non_clock_inputs [all_inputs -no_clocks]
set_input_delay [expr $clk_period * $clk_io_pct] -clock clk0 $non_clock_inputs
set_output_delay [expr $clk_period * $clk_io_pct] -clock clk0 [all_outputs]
==> flow_metrics.env <==
# physical design summary
export IMPL_status="finished clean"
export IMPL_ys_warn_count=1
export IMPL_fillCellCount=873
export IMPL_cts_root_buf="clkbuf_16"
export IMPL_syn_to_final_growth_pct=47.8
export IMPL_numPortBuffers=151
export IMPL_postRouteWirelength_mm=9.58
export IMPL_post_drt_wl_per_cell_um=16.3
export IMPL_ys_flop_type="edfxtp_1"
export IMPL_yosysTopAreaCell="edfxtp_1"
export IMPL_reg2reg_from="reg_readwrite_bit"
export IMPL_ys_seq_share_pct=83.2
export IMPL_critPathLaunchType="register"
export IMPL_synth_area_sq_mm=0.00502
export IMPL_postSynthAreaPerCell_sq_um=21.0
export IMPL_dr_pass1_iters=4
export IMPL_hold_path_class="reg2reg"
export IMPL_drive_gt1_share_pct=14.5
export IMPL_critPathSlowestCell="clkdlybuf4s50_1"
export IMPL_fp_util_pct=41.4
export IMPL_die_w_um=114
export IMPL_holdBufCountCts=0
export IMPL_top_area_share_pct=79.6
export IMPL_num_vias=2750
export IMPL_tightest_slew_ns=0.733
export IMPL_viasPerCell=4.67
export IMPL_critPathKind="reg2out"
export IMPL_relSlewSlack_pct=50.9
export IMPL_drc=0
export IMPL_path_buffers=1
export IMPL_r2r_end="mem_src_din[4]"
export IMPL_post_route_min_period_ns=2.11
export IMPL_register_area_sq_mm=0.00417
export IMPL_clk_latency_ns=0.40
export IMPL_irDropWorstVdd_mv=0.214
export IMPL_io_pins=157
export IMPL_dp_cells=557
export IMPL_slew_viol_final=0
export IMPL_fmax_mhz=475
export IMPL_std_cell_rows=40
export IMPL_power_density_mw_per_mm2=488
export IMPL_diodes=0
export IMPL_cp_depth=1
export IMPL_grt_pass1_vias=2798
export IMPL_p_leak_nw=2.51
export IMPL_grt_max_degree=19
export IMPL_overflow=0
export IMPL_yosys_cells=239
export IMPL_clk_pin_slew_ns=0.06
export IMPL_ant_nets=0
export IMPL_critPathMaxFanout=1
export IMPL_grt_pass1_wl_mm=14.7
export IMPL_ys_area_sq_mm=0.00502
export IMPL_ys_ff=142
export IMPL_combGateArea_sq_um=779
export IMPL_dp_hpwl_mm=6.46
export IMPL_dp_slack_ns=2.30
export IMPL_common_cells="edfxtp_1 (133), mux2_2 (14), dfxtp_1 (9)"
export IMPL_warnings=26
export IMPL_required_ns=3.52
export IMPL_cts_tree="built"
export IMPL_fin_ws_ns=2.29
export IMPL_grt_use_total_pct=16.5
export IMPL_reg2regPathDepth=3
export IMPL_synth_top_cell_by_count="edfxtp_1"
export IMPL_maxCapViolCount=0
export IMPL_cts_sink_count=142
export IMPL_postCtsSetupBuffers=0
export IMPL_htreeDepth=4
export IMPL_fp_coreArea_sq_mm=0.0121
export IMPL_final_instance_count_excl_fill=589
export IMPL_setup_viol=0
export IMPL_cts_resized=0
export IMPL_synthTopCellsByArea="edfxtp_1 (80%), mux4_1 (4.2%), dfxtp_1 (3.6%)"
export IMPL_hold_viol=0
export IMPL_max_stage_delay_ns=0.49
export IMPL_fp_dieH_um=114
export IMPL_cp_arrival_ns=1.23
export IMPL_crit_path_cell_trace="clkdlybuf4s50_1"
export IMPL_total_power_w=0.00362
export IMPL_endpoint_kind="output pin"
export IMPL_edf_count=133
export IMPL_crit_start="mem_key_din[7]"
export IMPL_tns_ns=0
export IMPL_syn_inst=239
export IMPL_grt_setup_unrepaired="false"
export IMPL_synth_cell_types=33
export IMPL_die_area_sq_mm=0.0130
export IMPL_drt_iter0_markers=219
export IMPL_gp_congestion=0.807
export IMPL_async_flop_share_pct=0
export IMPL_finClkSkew_ns=0.00650
export IMPL_cp_endpoint="mem_key_din[7]"
export IMPL_antenna_found_initial=0
export IMPL_cts_buffer_depth=2
export IMPL_numCtsBuffers=17
export IMPL_r2r_slack_ns=2.31
export IMPL_finalClockPeriodUsage_pct=47.9
export IMPL_critPathTopFamily="buffers and inverters"
area by class of cell:
class                      count  share of cell area, %
clock buffer                  23                   6.71
clock inverter                 9                   2.41
inverter                       2                  0.101
multi-input combinational     86                   10.5
sequential                   142                   56.3
tap                          168                   2.83
timing repair buffer         159                   21.2
layer usage:
layer / wire (um) / part of all wire [%] / track usage, % / vias up
met2: 4470 / 47 / 23.9 / 141
met1: 4080 / 43 / 26.4 / 1308
li1: - / - / - / 1289
met4: 183 / 1.9 / 2.86 / 0
met5: 0 / 0 / 0 / -
met3: 850 / 8.9 / 7.04 / 12
registers in the layout, summed over array words and instances, names as in the netlist, 3 cells and up:
register / flops
arduino_datain: 8
mem_cmd_ad: 14
mem_cmd_din: 8
mem_dst_ad: 14
mem_dst_din: 8
mem_key_ad: 14
mem_key_din: 8
mem_src_ad: 14
mem_src_din: 8
reg_shiftregister_input: 24
reg_statemachine_commit: 3
reg_statemachine_memory: 3
reg_statemachine_shiftin: 3
kinds of logic after synthesis:
kind of cell	share of synthesized area, %
DFF	83.2
AOI/OAI and AO/OA	3.14
muxes	7.33
other	0.0747
buffers and inverters	1.97
and+or+nand+nor	4.34
through the flow:
stage                     instance area (sq um)  hold slack [ns]  utilization (%)
after floorplan                            5030            0.427                -
after global placement                     6740            0.439             55.7
after detailed placement                   6740            0.451             55.7
after CTS                                  7420            0.465             61.3
after global routing                       7420            0.491             61.3
final                                      7420            0.463             61.3
cell usage in the layout (no fill, tap or decap), types with 2 or more instances in the layout:
master / Yosys / final
mux4_1: 8 / 8
mux2_2: 14 / 14
clkbuf_16: 0 / 17
nand4b_1: 2 / 2
clkbuf_8: 0 / 5
clkinvlp_4: 0 / 2
edfxtp_1: 133 / 133
buf_4: 4 / 8
nand2_1: 6 / 6
nor2b_1: 3 / 3
bufinv_16: 0 / 5
and2_1: 3 / 3
nand3b_1: 3 / 3
a31oi_1: 6 / 6
conb_1: 1 / 4
a21oi_1: 7 / 4
o21ai_0: 5 / 5
inv_1: 2 / 2
clkdlybuf4s50_1: 0 / 151
or3b_1: 2 / 2
or2_1: 2 / 2
nor2_1: 7 / 7
dfxtp_1: 9 / 9
a21oi_2: 0 / 3
a221oi_1: 2 / 2
a21o_1: 2 / 2
worst min path at each step:
stage                                  startpoint  cells past startpoint                          end
final                 reg_statemachine_shiftin[1]                      1  reg_statemachine_shiftin[1]
after global routing   reg_shiftregister_input[9]                      0  reg_shiftregister_input[17]
after CTS             reg_statemachine_shiftin[0]                      1  reg_statemachine_shiftin[2]
power by group:
part | switching [W] | internal (W) | leakage [nW]
combinational | 0.000141 | 0.000189 | 0.907
clock | 0.000506 | 0.00108 | 0.326
sequential | 0.0000883 | 0.00161 | 1.27
total | 0.000735 | 0.00288 | 2.51
Power figures rest on the tool's default switching activity, not on a simulated workload.
